File: flow/run.sh
#!/bin/bash
# OpenROAD 26Q1-2900-gdf79404cd8, Yosys 0.63+post, stock flow scripts
make -C /OpenROAD-flow-scripts/flow DESIGN_CONFIG=/design/flow/config.mk WORK_HOME=/design/flow/orfs finish
File: flow/config.mk
export PLATFORM = sky130hd
export DESIGN_NAME = register
export DESIGN_NICKNAME = register
export VERILOG_FILES = /design/flow/design.v
export SDC_FILE = /design/flow/constraint.sdc
export NUM_CORES = 4
export LEC_CHECK = 1
export CORE_UTILIZATION = 50
File: flow/constraint.sdc
current_design register

set clk_period 1.0
set clk_io_pct 0.2

create_clock -name clk0 -period $clk_period [get_ports {clk}]

set non_clock_inputs [all_inputs -no_clocks]
set_input_delay [expr $clk_period * $clk_io_pct] -clock clk0 $non_clock_inputs
set_output_delay [expr $clk_period * $clk_io_pct] -clock clk0 [all_outputs]
File: flow/design.v
package definitions;
   typedef logic [7:0] byte_0;
   typedef struct packed{
      logic 	  reset;
      logic       clk;
      logic       en;
   } chip_types;
endpackage  
`timescale 1ns/1ps
parameter VERSION="1.2a";  
typedef struct packed {
   logic [31:0] address;
   logic [31:0] data;
   logic [7:0] 	opcode;
} instruction_word_t;
module register( output instruction_word_t q,
		 input 	    instruction_word_t d,
		 input wire clk, resetN );
   always_ff @( posedge clk   )
     if( ~resetN )
       q<='0;
     else
       q<=d;
endmodule  
==> results.py <==
# Flow results
metrics = {
    "floorplan": {
        "fp-row-count": 22,
        "io-pin-count": 146,
        "floorplan.die.height_um": 65.5,
        "die_width_um": 65.5,
        "effective_utilization_at_floorplan_pct": 53.5,
    },
    "logic_synthesis": {
        "ys.warnings.count": 1,
        "netlist.area_leader.share_pct": 71.5,
        "yosys-top-cells-area": "dfxtp_1 71%, and2_2 27%, clkbuf_2 1.7%",
        "yosys.stat.seqShare_pct": 71.5,
        "synth_flop_count": 72,
        "synth.largest_area_cell": "dfxtp_1",
        "synth_stat.cells": 151,
        "yosysChipArea_mm2": 0.00202,
        "ys_types": 3,
        "syn_area_per_cell_um2": 13.4,
        "postSynthCellCount": 151,
        "mappedNetlistArea_mm2": 0.00202,
    },
    "placed_design": {
        "gp_congestion": 0.758,
        "place.port_buffers": 145,
    },
    "status": {
        "flow.stopped_at": "detailed placement",
        "first-error": "[ERROR DPL-0036] Detailed placement failed.",
        "outcome": "stopped before the end",
    },
}
## through the flow
step	instances	cell area, um^2
2_1_floorplan	151	2020
3_3_place_gp	339	3520
## synth_stat cells (all sizes together)
master and instances:
and2 72, clkbuf 7, dfxtp 72
## cells by family after synthesis
| group | Yosys count | share of synthesized area, % |
|---|---|---|
| flip-flops | 72 | 71.5 |
| AND/OR/NAND/NOR | 72 | 26.8 |
| buffers and inverters | 7 | 1.74 |
